### ./design.v
module counter(out, clk, reset);
  parameter WIDTH = 8;
  output [WIDTH-1 : 0] out;
  input clk, reset;
  reg [WIDTH-1 : 0] out;
  wire clk, reset;
  always @(posedge clk or posedge reset)
    if (reset)
      out <= 0;
    else
      out <= out + 1;
endmodule  
### ./config.mk
export PLATFORM = sky130hd
export DESIGN_NAME = counter
export DESIGN_NICKNAME = counter
export VERILOG_FILES = /design/flow/design.v
export SDC_FILE = /design/flow/constraint.sdc
export NUM_CORES = 4
export LEC_CHECK = 1
export CORE_AREA = 10 10 70 70
export DIE_AREA = 0 0 80 80
### ./constraint.sdc
current_design counter

set clk_period 1.6
set clk_io_pct 0.2

create_clock -name clk0 -period $clk_period [get_ports {clk}]

set non_clock_inputs [all_inputs -no_clocks]
set_input_delay [expr $clk_period * $clk_io_pct] -clock clk0 $non_clock_inputs
set_output_delay [expr $clk_period * $clk_io_pct] -clock clk0 [all_outputs]
### ./run.sh
#!/bin/bash
# OpenROAD 26Q1-2900-gdf79404cd8, Yosys 0.63+post, stock flow scripts
make -C /OpenROAD-flow-scripts/flow DESIGN_CONFIG=/design/flow/config.mk WORK_HOME=/design/flow/orfs finish
==> Changelog: implementation <==
### Changed

- Clock Latency Late Sink: 0.25 ns
- Hold Path Class: in -> async
- DR WL met2: 309 um
- Max FFs per register: 8
- Share of cells above drive strength 1: 13.51%
- # setup viols final: 0
- Mapped Area: 320.3 um2
- DRC Markers: 0
- Comb power frac: 1.8%
- Main synth FF type: dfrtp_1
- Worst Path Required: 1.28 ns
- Synth cell types: 11
- Die Height: 80 um
- Worst-path clk slew: 0.05 ns
- Psw: 0.00006775 W
- Met1 wire length: 360 um
- Final WL: 709 um
- Crit path kind: reg -> out
- Final min period: 1.503 ns
- # Cells Yosys: 25
- Final-layout fill cell count: 397
- Die Size: 6400 um2
- First-pass GRT wire length: 1.166 mm
- Synth top cells by count: 8 x dfrtp_1, 3 x xnor2_1, 3 x xor2_1
- CTS sink count: 8
- Max IR drop VDD: 262.3 uV
- PortBufs: 9
- Top Metal Used: met3
- First-pass detailed-route iteration total: 2
- Yosys chip area: 320.3 um2
- Core area: 3416 um2
- Largest net degree at the start of global routing: 9
- Ys flops: 8
- Floorplan Utilization: 9.377%
- Count leader, synth: dfrtp_1
- Die W: 80 um
- Area leader, netlist: dfrtp_1
- Detailed-route via count: 206
- RSZ-0062 raised after global routing: no
- WL met3: 39 um
- Quantity of gates resized following cts: 0
- Synth warn: 1
- Initial antenna violation count: 0
- Register name with the most flops: out
- Root buf cell: clkbuf_4
- Worst slew margin: 79.66%
- Crit path max fanout: 5
- Cycle use final: 93.93%
- Total CTS buffers: 3
- Final setup skew: 0.003338 ns
- Final count of hold timing violations: 0
- Startpoint Class: flop
- HPWL Detailed: 592 um
- CP cell instances: clkdlybuf4s50_1
- 1st-iter DRT viols: 5
- Clock buffer depth: 2
- Sw frac: 18.92%
- I/O pins: 10
- Gpl congestion: 0.6618
- Max Slew Vio Count: 0
- Gr usage total: 2.378%
- Pwr per Cell Area: 730.2 nW/um2
- Largest registers: out x8
- Leakage power: 0.2021 nW
- FP Rows: 21
- Setup bufs post-CTS: 0
- CTS tree: yes
- Wire per inst: 8.542 um
- Seq share, synth: 62.50%
- Vias in the first global route: 230
- Largest delay contributor family on the critical path: buffers and inverters
- Synth Area per Inst: 12.81 um2
- Post-synth top area share: 62.50%
- Synth Instances: 25
- OpenROAD warnings: 25
- Slowest-stage cell, CP: clkdlybuf4s50_1
- Status: finished clean
- Asr flop ratio synth: 100.0%
- Antenna diode count: 0
- Biggest area cells: dfrtp_1 63%, xnor2_1 8.2%, xor2_1 8.2%, ha_1 3.9%, nand3_1 3.1%
- Hold-fix buffer count after cts: 0
- Register share of total power: 56.6%
- Count of library flops with an enable pin: 0
- Max stage delay on crit path: 0.51 ns
- Setup crit end kind: output pin
- Area Overhead vs Synth: 53.12%
- Setup tns final: 0 ns
- Tightest Pin Transition: 0.3048 ns
- GRT overflow: 0
- Placed cells: 80
- Clock group share of total power: 41.7%
- Max cap viols: 0
- Internal power: 0.0002904 W
- WP data arrival: 1.18 ns
- Via/cell ratio: 2.482
- H-tree levels: 1
- Fin cells: 83
- Buffers & Inverters on Critical Path: 1
- Maximum clock frequency: 665.4 MHz
- Post-route antenna net violation count: 0
power by group through the flow:
stage	logic, W	clock network (W)	registers, W
finish	0.00000634	0.000149	0.000203
global route	0.00000755	0.000167	0.000202
CTS	0.00000697	0.000159	0.000203
layout make-up:
class	count	area (um2)	area share, %
Multi-Input combinational cell	15	112.6	22.96
Tap cell	46	57.56	11.73
Sequential cell	8	200.2	40.82
Clock buffer	3	22.52	4.592
Inverter	2	7.507	1.531
Timing Repair Buffer	9	90.09	18.37
cells in the final DEF, fill, tap and decap left out:
master,synthesis,layout
and3_1,1,1
clkbuf_4,0,3
clkdlybuf4s50_1,0,9
dfrtp_1,8,8
ha_1,1,1
inv_1,2,2
nand2_1,2,2
nand3_1,2,2
nand3_2,1,1
nor2_1,1,1
nor3_2,1,1
xnor2_1,3,3
xor2_1,3,3
routing by layer:
layer  global-route usage [%]  up-vias
li1                         -      104
met1                    2.981       95
met2                    3.612        7
met3                    1.136        0
met4                   0.5282        0
met5                        0        -
kinds of logic after synthesis:
family,share of synthesized area [%]
adder cells (fa/ha/maj),3.906
flip-flops,62.50
AND/OR/NAND/NOR,14.85
buffers and inverters,2.345
XOR/XNOR,16.41
metrics by stage:
step	total power, W	util, %	setup WS [ns]	hold slack, ns	area [um2]
final	0.0003582	14.36	0.09706	0.3199	490.5
after detailed placement	0.0002129	13.70	0.3389	0.4657	467.9
after global placement	0.0002128	13.70	0.3370	0.4828	467.9
after floorplan	0.0002092	-	0.6935	0.1357	320.3
after global routing	0.0003766	14.36	0.05015	0.3489	490.5
after CTS	0.0003681	14.36	0.06544	0.3342	490.5
final timing paths:
check / start / endpoint / slack (ns) / cells past startpoint
max reg2reg: out[2] / out[7] / 0.59 / 3
max: out[2] / out[2] / 0.1 / 1
min reg2reg: out[7] / out[7] / 0.47 / 1
min: reset / out[7] / 0.32 / 2
max in group asynchronous: reset / out[0] / 1.05 / 2
min in group clk0: out[7] / out[7] / 0.47 / 1
Power and IR drop assume default switching activity.
